==> flow/constraint.sdc <==
current_design regfile

set clk_period 9.8
set clk_io_pct 0.2

create_clock -name clk0 -period $clk_period [get_ports {clk}]

set non_clock_inputs [all_inputs -no_clocks]
set_input_delay [expr $clk_period * $clk_io_pct] -clock clk0 $non_clock_inputs
set_output_delay [expr $clk_period * $clk_io_pct] -clock clk0 [all_outputs]
==> flow/run.sh <==
#!/bin/bash
# OpenROAD 26Q1-2900-gdf79404cd8, Yosys 0.63+post, stock flow scripts
make -C /OpenROAD-flow-scripts/flow DESIGN_CONFIG=/design/flow/config.mk WORK_HOME=/design/flow/orfs finish
==> flow/design.v <==
`timescale 1ns / 1ps
module regfile(input clk,
               input we,
               input [4:0] raddr1,
               input [4:0]raddr2,
               input [4:0]waddr,
               input [31:0]wdata,
               output [31:0]rdata1,
               output [31:0]rdata2,
               input [4:0]test_addr,
               output [31:0]test_data);
    reg [31:0] myregs[31:0];
    integer i;
    initial begin
        for(i=0;i<32;i=i+1) myregs[i]<=32'h00000000;
    end
    always @(posedge clk) begin 
        if(we) begin
          myregs[waddr]<=wdata;
        end
    end
    assign rdata1=myregs[raddr1];
    assign rdata2=myregs[raddr2];
    assign test_data=myregs[test_addr];
endmodule
==> flow/config.mk <==
export PLATFORM = sky130hd
export DESIGN_NAME = regfile
export DESIGN_NICKNAME = regfile
export VERILOG_FILES = /design/flow/design.v
export SDC_FILE = /design/flow/constraint.sdc
export NUM_CORES = 4
export LEC_CHECK = 1
export CORE_UTILIZATION = 30
==> out/results.tsv <==
stage	metric	value	unit
critical_path	CP Data Arrival Time	5.45	ns
grt	total gr overflow	0	
power_and_ir_drop	VDD IR-drop max	162	uV
logic_synthesis	Yosys Chip Area	57700	um2
clock_network	TritonCTS clock tree	done	
power_and_ir_drop	combinational share of power	12.8	%
clock_network	H-tree depth	3	
run	max cap viols	0	
layout	max reg flops	1024	
logic_synthesis	Cell Type Count	24	
critical_path	endpoint class of the critical path	output pin	
route	Avg WL per Cell	30.0	um
clock_network	Clock transition at path regs	0.06	ns
timing	RSZ-0062 raised after global routing	false	
grt	largest net degree at the start of global routing	90	
floorplanning	die width	440	um
layout	Flop area	30700	um2
critical_path	end point of the critical path	rdata2[14]	
grt	first-pass GRT wire length	303	mm
status	status	finished, final reports clean	
critical_path	max incr delay on CP	0.87	ns
logic_synthesis	syn avg cell area	12.7	um2
clock_network	post-CTS setup repair buffer count	0	
critical_path	Max Fanout on Critical Path	76	
timing	Max Freq	0.135	GHz
layout	Top cell excl fill/tap	mux2i_1	
critical_path	Crit-path slowest cell	nor2b_4	
grt	GRT Overall Usage	22.9	%
route	WL final	216	mm
floorplanning	core outline area	191000	um2
power_and_ir_drop	PwrDens	160	nW/um2
logic_synthesis	Post-Syn Area	57700	um2
logic_synthesis	Yosys reg bits	1024	
floorplanning	fp_density	30.3	%
critical_path	CP dominant cell by count	clkdlybuf4s50_1	
layout	Top Registers	myregs x1024	
route	vias per cell	5.79	
power_and_ir_drop	P_int	7.78	mW
layout	Area Growth Syn to Fin	13.3	%
run	Log Warnings	26	
layout	Biggest register	myregs	
route	DR pass1 iterations	5	
route	DRC	0	
timing	Hold WS	2.02	ns
timing	Tmin final	7.41	ns
logic_synthesis	top area cells in the synthesized netlist	edfxtp_1 (53%), mux2i_1 (27%), a22oi_1 (3.7%), a22o_1 (2.9%), nand3_1 (2.5%)	
timing	Final setup viols	0	
critical_path	Worst Setup SP	raddr2[0]	
clock_network	CTS Buf Count	107	
power_and_ir_drop	Flop pwr share	47.0	%
logic_synthesis	Top-area cell share	53.3	%
logic_synthesis	Synth area leader	edfxtp_1	
power_and_ir_drop	NetSw	2.66	mW
floorplanning	die y size	440	um
clock_network	Clock Tree Buf Depth	3	
clock_network	root buf cell	clkbuf_16	
layout	combinational gate area	24900	um2
route	Routed Antenna Nets	0	
logic_synthesis	Mapped Cells	4544	
power_and_ir_drop	clock share of power	40.2	%
critical_path	Setup CP Type	in2out	
grt	antenna violations before repair	11	
timing	Final Hold Viols	0	
placement	# port buffers	149	
logic_synthesis	Synth Seq Share	53.3	%
timing	Worst Max-Slew Pin Slew	0.998	ns
floorplanning	Core Rows	160	
critical_path	CP cell instances	clkdlybuf4s50_1 -> nor2b_4 -> buf_12 -> a22o_1 -> nor3_1 -> a31oi_1 -> nand3_1 -> clkdlybuf4s50_1	
grt	number of global-route vias before repair	42472	
clock_network	Post-CTS Hold Buffers	0	
clock_network	Post-CTS Resized	0	
placement	DPL Wire Length	119	mm
logic_synthesis	cell count in the Yosys report	4544	
critical_path	crit path DRT	7.84	ns
power_and_ir_drop	Sw Share	25.5	%
critical_path	Worst Setup Start Kind	primary input	
layout	final core occ	34.3	%
route	routed vias	41575	
timing	post-layout period usage	75.6	%
floorplanning	chip area	194000	um2
layout	Fillers	18120	
layout	dominant logic cell types in the final layout	mux2i_1 (1536), edfxtp_1 (1024), nand3_1 (290)	
timing	Slew Limit Fails	0	
timing	Slew headroom	33.3	%
timing	Setup TNS Final	0	ns
clock_network	CTS sink cnt	1024	
route	1st-iter DRT viols	3284	
power_and_ir_drop	leakage power	24.6	nW
placement	GPL Wtd Cong	0.898	
hold_path	min-delay worst type	in2reg	
floorplanning	Boundary Pins	150	
logic_synthesis	YS warnings	1	
layout	ratio of cells with drive above 1 in the final layout	7.86	%
-- power groups by stage --
stage / registers (mW) / logic [mW] / clock network [mW]
CTS: 4.91 / 1.32 / 4.25
global route: 4.91 / 1.39 / 4.40
finish: 4.91 / 1.34 / 4.20
-- cells in the mapped netlist --
library cell / n
a22oi_1: 288
nand2b_1: 6
buf_6: 60
a22o_1: 192
a31oi_1: 96
or2_2: 3
buf_4: 76
or3_1: 1
nor3_1: 96
nand2_1: 292
nand3_1: 290
clkbuf_1: 106
a21oi_1: 288
nor2_1: 36
clkbuf_4: 6
or3b_2: 3
buf_2: 112
nor2b_1: 5
and2b_1: 1
buf_1: 19
mux2i_1: 1536
edfxtp_1: 1024
nand3b_1: 5
and2_1: 3
-- through the flow --
step	std cells	total power [mW]	cell area, um2	setup slack (ns)
floorplan	4544	5.74	57700	4.82
global placement	6984	6.31	61800	2.44
detailed placement	6984	6.31	61800	2.45
CTS	7182	10.5	65400	2.46
global route	7184	10.7	65400	2.35
finish	7185	10.4	65400	2.39
-- cell families (layout without fill, tap and decap cells) --
kind of cell | Yosys count | after routing | share of synthesized area, %
multiplexers | 1536 | 1536 | 26.7
flip-flops | 1024 | 1024 | 53.3
AND-OR/OR-AND | 864 | 864 | 10.2
AND/OR/NAND/NOR | 741 | 741 | 5.80
buffers and inverters | 379 | 506 | 4.02
other | 0 | 3 | 0
-- layout make-up --
type | count | area share, %
timing repair buffer | 308 | 4.57
clock inverter | 70 | 1.18
multi-input combinational | 3141 | 38.2
tap | 2511 | 4.81
antenna | 3 | 0.0115
sequential | 1024 | 47.0
clock buffer | 128 | 4.25
-- worst max-delay path: cells and delay by family --
kind	cells	cell delay [ns]
AOI/OAI and AO/OA	2	0.47
and+or+nand+nor	3	1.25
buffers and inverters	3	1.69
-- worst min path at each step --
stage	end	startpoint	slack (ns)	cells past startpoint
after global routing	myregs[29][3]	wdata[3]	2.04	2
final	myregs[26][21]	wdata[21]	2.02	2
after CTS	myregs[29][3]	wdata[3]	1.98	2
-- routing by layer --
layer  wire length, um  vias up  global-route usage [%]
met5                69        -                       0
met4             13000       10                    11.1
met3             29500      584                    12.5
met2             97200     2606                    34.4
met1             75900    20386                    26.8
li1                  -    17989                       -
Power figures rest on the tool's default switching activity, not on a simulated workload.
