File: ./config.mk
export PLATFORM = sky130hd
export DESIGN_NAME = alu
export DESIGN_NICKNAME = alu
export VERILOG_FILES = /design/flow/design.v
export SDC_FILE = /design/flow/constraint.sdc
export NUM_CORES = 4
export LEC_CHECK = 1
export CORE_UTILIZATION = 50
File: ./constraint.sdc
current_design alu

set clk_period 20.5
set clk_io_pct 0.2

create_clock -name clk0 -period $clk_period

set non_clock_inputs [all_inputs -no_clocks]
set_input_delay [expr $clk_period * $clk_io_pct] -clock clk0 $non_clock_inputs
set_output_delay [expr $clk_period * $clk_io_pct] -clock clk0 [all_outputs]
File: ./design.v
module adder(input [31:0] operand1,
             input [31:0] operand2,
             input cin,
             output [31:0] result,
             output cout);
    assign {cout,result} = operand1 + operand2 + cin;
endmodule
`timescale 1ns / 1ps
module alu(input [31:0] operand1,
           input [31:0] operand2,
           input [3:0] code,
           output [31:0] result,
           output equal);
assign equal=operand1==operand2;
reg [31:0] result;
wire [31:0] add_sub_result;
wire [31:0] adder_operand1 = operand1;
wire [31:0] adder_operand2 = (code == 4'b0001)?~operand2:operand2;
wire        adder_cin      = (code == 4'b0001)?1:0;
wire [31:0] adder_result  ;
wire        adder_cout    ;
adder adder_module(      
    .operand1(adder_operand1),
    .operand2(adder_operand2),
    .cin     (adder_cin),
    .result  (adder_result),
    .cout    (adder_cout)
);
assign add_sub_result = adder_result;
integer i;
always @(*) begin
    case (code)
        4'b0000:result <= add_sub_result;
        4'b0001:result <= add_sub_result;
        4'b0010:result <= operand1&operand2;
        4'b0011:result <= operand1|operand2;
        4'b0100:result <= ~(operand1|operand2);
        4'b0101:result <= operand1^operand2;
        4'b0110:result <= operand1<<operand2;
        4'b0111:result <= operand1>>operand2;
        4'b1000:begin 
            if(operand1[31]==1&&operand2[31]==0)
                result<=1;
            else if(operand1[31]==0&&operand2[31]==1)
                result<=0;
            else 
                result<=operand1<operand2;
        end
        default:
        result <= 32'h0000;
    endcase
end
endmodule
File: ./run.sh
#!/bin/bash
# OpenROAD 26Q1-2900-gdf79404cd8, Yosys 0.63+post, stock flow scripts
make -C /OpenROAD-flow-scripts/flow DESIGN_CONFIG=/design/flow/config.mk WORK_HOME=/design/flow/orfs finish
==> summary.txt <==
run metrics: Flops 0, total grt overflow 0, initial antenna violation count 1, post-synth top area cell ha_1, pre-CTS setup slack 7.42 ns, Tool Warnings 107, Max-area cell share 0.200, type of the worst min-delay path in2out, Setup TNS 0 ns, Finished Cell Area 9560 µm², total power 0.000234 W, FF/Latch Area 0 µm², vias in the first global route 8668, Slew HR 0.515, vias 9259, Placement Cell Area 9560 µm², Buffers on Ports 101, WP data arrival 9.09 ns, P_leak 3.92 nW, WL final 33200 µm, pwr/cell area 24.5 nW/µm², Setup WS post-layout 7.31 ns, maximum VDD drop 0.0155 mV, status finished, final reports clean, period utilisation layout 0.643, DR WL/cell 23.9 µm, Mapped Area 8510 µm², grt met3 use 0.0730, drt pass-1 iters 5, Post-DRT Antenna Nets 0, non-filler cells, final 1392, WP data required 16.40 ns, GP Congestion 0.987, I/O pin cnt 101, Post-Syn Area per Cell 7.54 µm², most common cell in the netlist ha_1, clk_buf instances 0, met1 Use GR 0.580, Mapped Cells 1128, register area share after synthesis 0, Slew @ Worst Pin 0.725 ns, Max Cap Viol 0, Setup-failing EPs final 0, number of post-CTS setup repair buffers 0, Area Growth Syn to Fin 12.3%, Die Ht 132 µm, Startpoint Class input port, maximum fanout along the worst path 33, CTS Hold Bufs 0, endpoint type of the worst setup path output pin, Final Critical Period 13.19 ns, Tot GR Track Use 0.391, RSZ-0062 raised after global routing no, first-pass GRT wire length 51900 µm, DP Wirelength 25500 µm, # diodes 0, Row Count 47, met2 Use GR 0.592, synth cell count leaders 136 x ha_1, 115 x nor2_1, 107 x nand2_1, post-DR vias/cell 6.65, Die X 132 µm, DIE AREA 17500 µm², Initial Util 0.513, kind of critical path in2out, YS warnings 1, fraction of layout cells with a size suffix above 1 0.101, largest net degree at the start of global routing 58, Post-CTS Resized 0, Top Usage Layer GRT met2, yosys stat cell total 1128, YS chip area 8510 µm², placed cell count 1392, Initial DRC Count 1118, fmax 0.0758 GHz, top cells by area ha_1 20%, mux4_2 16%, nor2_1 5.1%, Final Hold Fails 0, drt drc 0, Slew Limit Fails 0, Synth cell types 79, core area 16600 µm²
final cells by class:
cell class                      instances  area, µm²
Inverter                               85        319
Timing Repair Buffer                  121       1140
Fill cell                            1595       7030
Multi-Input combinational cell        966       7820
Tap cell                              220        275
logic make-up after synthesis:
family / synth area share
simple gates: 0.185
buf+inv: 0.0823
xor+xnor: 0.0556
mux: 0.194
fa+ha+maj: 0.202
compound gates: 0.281
cell usage in the layout, fill, tap and decap left out, types with 6 or more instances in the layout:
master / synthesis / layout
o21bai_1: 9 / 9
a211oi_1: 19 / 19
xnor2_1: 47 / 47
inv_1: 83 / 83
nor4_1: 15 / 15
o211ai_1: 20 / 20
nor3b_1: 7 / 6
nand3_1: 22 / 22
o21ai_1: 15 / 15
o21a_1: 7 / 7
ha_1: 136 / 136
a21oi_1: 67 / 67
clkdlybuf4s50_1: 0 / 96
nand2b_1: 9 / 9
mux4_2: 59 / 59
a221o_1: 18 / 18
mux2_2: 11 / 11
o21ai_0: 67 / 67
nand2_1: 107 / 107
a21o_1: 18 / 18
nor2_1: 115 / 114
and3_1: 7 / 7
or3_1: 7 / 7
xor2_1: 7 / 7
nor3_1: 22 / 21
buf_4: 9 / 22
a31oi_1: 7 / 7
mux2i_1: 20 / 20
o31ai_1: 6 / 6
a221oi_1: 32 / 32
layer usage:
| metal | vias up | share of wire |
|---|---|---|
| met5 | - | 0 |
| met4 | 0 | 0.033 |
| met3 | 73 | 0.10 |
| met2 | 522 | 0.45 |
| met1 | 4333 | 0.42 |
| li1 | 4331 | - |
worst max-delay path: stages:
cell             delay, ns
clkdlybuf4s50_1       0.62
or4b_4                0.93
xnor2_1               0.32
inv_1                 0.08
fa_1                  0.39
nand2b_1              0.19
a21oi_2               0.23
o2111ai_1             0.23
a21boi_2              0.33
a21boi_1              0.18
o41ai_1               0.58
mux2i_1               0.15
a211o_1               0.30
clkdlybuf4s50_1       0.40
metrics by stage:
stage               hold WS, ns   util
floorplan                  8.41      -
global placement           9.37  0.576
finish                     9.37  0.576
CTS                        9.37  0.576
detailed placement         9.37  0.576
global route               9.42  0.576
power breakdown:
| group | switching, W | internal, W | total (W) |
|---|---|---|---|
| combinational | 0.000131 | 0.000104 | 0.000234 |
| clock | 0 | 0 | 0 |
| sequential | 0 | 0 | 0 |
| total | 0.000131 | 0.000104 | 0.000234 |
final timing paths:
| kind | from | end | slack [ns] | cells after the start |
|---|---|---|---|---|
| worst max-delay path | code[1] | result[28] | 7.31 | 14 |
| worst min-delay path | operand2[1] | result[1] | 9.37 | 5 |
Power is estimated from default activity; no workload was simulated.
